**design/flow/design.v**
```verilog
module seqdetector(clock, reset_n, seq_in, valid_in, match, full);
input clock;
input reset_n;
input seq_in;
input valid_in;
output reg match;
output reg full;
reg[3:0] current_state, next_state;
reg[3:0] counter;
parameter IDLE = 3'b000;
parameter S1 = 3'b001;
parameter S2 = 3'b010;
parameter S3 = 3'b011;
parameter S4 = 3'b100;
parameter FULL_NUM = 8;
always@(*) begin
	case(current_state)
		IDLE : if(seq_in == 1 && valid_in == 1) next_state = S1;
			   else next_state = IDLE;
		S1 : if(seq_in == 0 && valid_in == 1) next_state = S2;
			 else next_state = S1;
		S2 : if(seq_in == 1 && valid_in == 1) next_state = S3;
			 else if(seq_in == 0 && valid_in == 1) next_state = IDLE;
			 else next_state = S2;
		S3 : if(seq_in == 1 && valid_in == 1) next_state = S4;
			 else if(seq_in == 0 && valid_in == 1) next_state = S2;
			 else next_state = S3;
   		S4 : if(seq_in == 1 && valid_in == 1) next_state = S1;
			 else next_state = IDLE;
		default next_state = IDLE;
	endcase
end
always@(posedge clock or negedge reset_n) begin
	if(!reset_n) begin
		current_state <= IDLE;
	end
	else begin
		current_state <= next_state;
	end
end
always@(posedge clock or negedge reset_n) begin
	if(!reset_n) begin
		match <= 0;			
	end
	else if(current_state == S4) begin
		match <= 1;
	end
	else begin
		match <= 0;
	end
end
always@(posedge clock or negedge reset_n) begin
	if(!reset_n) begin
		full <= 0;
	end
	else if(counter == FULL_NUM - 1  && current_state == S4) begin
		full <= 1; 
	end
	else if(full == 1)begin;
		full <= 1;
	end
	else begin
		full <= 0;
	end
end
always@(posedge clock or negedge reset_n) begin
	if(!reset_n) begin
		counter <= 0;
	end
	else if(current_state == S4) begin
		counter <= counter + 1;
	end
	else if(counter == 8) begin
		counter <=0;
	end
	else begin
		counter <= counter;
	end
end
endmodule
```
**design/flow/run.sh**
```bash
#!/bin/bash
# OpenROAD 26Q1-2900-gdf79404cd8, Yosys 0.63+post, stock flow scripts
make -C /OpenROAD-flow-scripts/flow DESIGN_CONFIG=/design/flow/config.mk WORK_HOME=/design/flow/orfs finish
```
**design/flow/config.mk**
```make
export PLATFORM = sky130hd
export DESIGN_NAME = seqdetector
export DESIGN_NICKNAME = seqdetector
export VERILOG_FILES = /design/flow/design.v
export SDC_FILE = /design/flow/constraint.sdc
export NUM_CORES = 4
export LEC_CHECK = 1
export CORE_AREA = 10 10 70 70
export DIE_AREA = 0 0 80 80
```
**design/flow/constraint.sdc**
```tcl
current_design seqdetector

set clk_period 2.0
set clk_io_pct 0.2

create_clock -name clk0 -period $clk_period [get_ports {clock}]

set non_clock_inputs [all_inputs -no_clocks]
set_input_delay [expr $clk_period * $clk_io_pct] -clock clk0 $non_clock_inputs
set_output_delay [expr $clk_period * $clk_io_pct] -clock clk0 [all_outputs]
```
==> summary.txt <==
Run status: finished clean
Share of cells above drive strength 1: 15.7%
Number of cells on the worst reg-to-reg path: 5
Resized Gates After CTS: 0
Slew headroom: 66.5%
Met3 Track Usage GR: 2.05%
Number of endpoints with negative hold slack in the final report: 0
Post-layout power: 0.606 mW
Setup repair after global routing missed its margin: false
Number of standard cells reported by yosys: 43
Seq/Total Area, Yosys: 56.7%
Core Box Area: 3420 sq um
Post-CTS setup repair buffer count: 0
DRC marker count from the first detailed-route iteration: 1
Worst endpoint required time: 1.60 ns
Clock transition time at the flip-flop clock pins of the worst setup and hold paths: 0.07 ns
Mean routed wirelength per cell: 8.64 microns
Horizontal extent of the die: 80 microns
Worst vdd rail ir drop: 431 uV
Slowest stage cell, crit path: sky130_fd_sc_hd__clkdlybuf4s50_1
Number of warnings printed during yosys synthesis: 1
Post-route antenna net violation count: 0
PD cells: 982 nW/um^2
End of the worst register-to-register path: counter[0]
Top cell area share: 51.3%
Type of the worst setup path: register to output port
Netlist area before placement: 488 sq um
Routed wire length: 838 microns
Max FO, Critical Path: 2
Post-synthesis sequential element count: 11
Inst Count DP: 93
Fin area: 617 sq um
GR met1 Demand/Resource: 3.48%
Maximum cell stage delay along the critical path: 0.47 ns
Die Span Y: 80 microns
Launching element type of the critical path: register
Sinks on Clock Net: 11
Filler cell count: 394
Number of antenna violations at the first check in global routing: 0
Final worst path period need: 1.49 ns
Cell Count, Final, Fillers Out: 97
Maximum number of pins on one net before global-route repair: 12
Static leakage power: 0.260 nW
Routability cong.: 0.757
Diodes inserted: 0
Met2 usage: 4.17%
Most common logic cells in the final layout: sky130_fd_sc_hd__dfrtp_1 (10), sky130_fd_sc_hd__inv_1 (5), sky130_fd_sc_hd__clkdlybuf4s50_1 (5)
Number of setup violations in the final report: 0
Ordered cell list for the critical path: clkdlybuf4s50_1
Average footprint of a synthesized cell: 11.3 sq um
Top delay family on crit path: buffers and inverters
CTS tree: built
Io pins: 6
Yosys synthesis chip area: 488 sq um
Post-placement cell area: 591 sq um
H-Tree Level Count: 1
Hold crit path type: input pin to asynchronous set/reset pin
Capturing element type of the critical path: output port
Via-per-instance ratio: 3.44
Setup tns final: 0 ns
Post-Syn Instances: 43
Iteration count of the initial detailed-routing pass: 3
Worst Skew: 0.00430 ns
Reg2reg start: counter[0]
Max Clock Freq: 673 MHz
Startpoint of the most critical setup path: full
Clock latency of the later-clocked register in the worst-skew pair: 0.27 ns
Number of hold buffers added after cts: 0
Initial Util: 14.3%
Sum of net half-perimeters after detailed placement: 601 microns
Max-capacitance violation count: 0
First-pass GRT wire length: 1500 microns
Maximum buffer depth of the clock tree: 2
OpenROAD warning count: 26
Vias in the first global route: 364
Total count of max-transition violations in the final report: 0
Sum of overflow across all layers after global routing: 0
Leading cell types by total area after synthesis: sky130_fd_sc_hd__dfrtp_1 (51%), sky130_fd_sc_hd__dfstp_2 (5.4%), sky130_fd_sc_hd__ha_1 (5.1%)
Worst setup slack for register-to-register paths: 0.72 ns
Commonest Layout Cell: sky130_fd_sc_hd__dfrtp_1
Slew of the pin with the lowest slew margin: 0.501 ns
Number of buffers created by CTS: 3
Cell taking the most area after synthesis: sky130_fd_sc_hd__dfrtp_1
Standard-cell row count: 21
Port-buffer cells: 5
Remaining DRCs: 0
Arrival time at the worst endpoint: 1.09 ns
Synthesis-to-layout area growth: 26.4%
Period utilization: 74.3%
Unique masters post-synth: 19
Global route hottest layer: met2
Clk root buf: sky130_fd_sc_hd__clkbuf_4
Global router's overall resource usage: 2.90%
Vias after detailed routing: 334
Buf/Inv on CP: 1
Area of the die: 6400 sq um
[metal layers]
metal / vias to the layer above / part of all wire, %
met3: 2 / 12
met2: 8 / 42
met4: 0 / 1.7
met1: 162 / 45
li1: 162 / -
met5: - / 0
[synth_stat cells]
master	n
sky130_fd_sc_hd__buf_2	1
sky130_fd_sc_hd__nand2_1	3
sky130_fd_sc_hd__a41o_2	1
sky130_fd_sc_hd__dfrtp_1	10
sky130_fd_sc_hd__o21ba_1	1
sky130_fd_sc_hd__and3_1	1
sky130_fd_sc_hd__dfstp_2	1
sky130_fd_sc_hd__o21ai_0	4
sky130_fd_sc_hd__inv_1	5
sky130_fd_sc_hd__a211oi_1	2
sky130_fd_sc_hd__ha_1	2
sky130_fd_sc_hd__xnor2_1	1
sky130_fd_sc_hd__nand3_1	2
sky130_fd_sc_hd__mux2_4	1
sky130_fd_sc_hd__nand2b_4	1
sky130_fd_sc_hd__a21oi_1	4
sky130_fd_sc_hd__nor2_1	1
sky130_fd_sc_hd__nor2b_1	1
sky130_fd_sc_hd__mux2_2	1
[through the flow]
| step | hold WS, ns | util, % | setup WS (ns) |
|---|---|---|---|
| after floorplan | 0.104 | - | 0.787 |
| after global placement | 0.459 | 17.3 | 0.551 |
| after detailed placement | 0.468 | 17.3 | 0.533 |
| after CTS | 0.488 | 18.1 | 0.490 |
| after global routing | 0.496 | 18.1 | 0.464 |
| final | 0.464 | 18.1 | 0.514 |
[sequential cells by signal, summed over array words and instances, names as in the netlist]
| name | cells |
|---|---|
| current_state | 5 |
| match | 1 |
| counter | 4 |
| full | 1 |
[kinds of logic after synthesis]
| logic type | Yosys count | synth area share (%) |
|---|---|---|
| AND-OR/OR-AND | 12 | 15.6 |
| flip-flops | 11 | 56.7 |
| AND/OR/NAND/NOR | 9 | 10.5 |
| buffers and inverters | 6 | 4.87 |
| multiplexers | 2 | 5.38 |
| adder cells (fa/ha/maj) | 2 | 5.13 |
| XOR/XNOR | 1 | 1.80 |
[worst max path at each step]
stage,to,cells past startpoint
6_report,full,1
5_1_grt,full,1
4_1_cts,full,1
[power breakdown]
group / internal [mW] / switching [mW]
sequential: 0.271 / 0.0402
clock: 0.0772 / 0.0731
combinational: 0.0800 / 0.0644
[area by class of cell]
type | instances | area (sq um) | area share [%]
multi-input combinational | 26 | 188 | 30.4
clock buffer | 4 | 26.3 | 4.26
inverter | 5 | 18.8 | 3.04
sequential | 11 | 277 | 44.8
timing repair buffer | 5 | 50.0 | 8.11
tap | 46 | 57.6 | 9.33
Power and IR drop assume default switching activity.
