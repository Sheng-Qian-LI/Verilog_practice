**./run.sh**
```bash
#!/bin/bash
# OpenROAD 26Q1-2900-gdf79404cd8, Yosys 0.63+post, stock flow scripts
make -C /OpenROAD-flow-scripts/flow DESIGN_CONFIG=/design/flow/config.mk WORK_HOME=/design/flow/orfs finish
```
**./config.mk**
```make
export PLATFORM = sky130hd
export DESIGN_NAME = async_fifo
export DESIGN_NICKNAME = async_fifo
export VERILOG_FILES = /design/flow/design.v
export SDC_FILE = /design/flow/constraint.sdc
export NUM_CORES = 4
export LEC_CHECK = 1
export CORE_UTILIZATION = 50
```
**./constraint.sdc**
```tcl
current_design async_fifo

set clk_period 2.8
set clk_io_pct 0.2

create_clock -name clk0 -period $clk_period [get_ports {rd_clk}]
create_clock -name clk1 -period $clk_period [get_ports {wr_clk}]

set non_clock_inputs [all_inputs -no_clocks]
set_input_delay [expr $clk_period * $clk_io_pct] -clock clk0 $non_clock_inputs
set_output_delay [expr $clk_period * $clk_io_pct] -clock clk0 [all_outputs]
```
**./design.v**
```verilog
module	async_fifo
(		
	input							wr_clk		,				
	input							wr_rst_n	,       		
	input							wr_en		,       			
	input	[7:0]		data_in		,       		
	input							rd_clk		,				
	input							rd_rst_n	,       		
	input							rd_en		,										                                        
	output	reg	[7:0]	data_out	,				
	output							empty		,				
	output							full		    			
);                                                              
reg [7:0]fifo_buffer[7:0];                           
reg [3:0]		wr_ptr;						 
reg	[3:0]		wr_ptr_g_d1;				 
reg	[3:0]		wr_ptr_g_d2;				 
reg [3:0]		rd_ptr;						 
reg	[3:0]		rd_ptr_g_d1;				 
reg	[3:0]		rd_ptr_g_d2;				 
wire [3:0]		wr_ptr_g;					 
wire [3:0]		rd_ptr_g;					 
wire [2:0]	 wr_ptr_true;				 
wire [2:0]	 rd_ptr_true;				 
assign wr_ptr_g = (wr_ptr >> 1) ^ wr_ptr;
assign rd_ptr_g = (rd_ptr >> 1) ^ rd_ptr;
assign	wr_ptr_true = wr_ptr [2 : 0];
assign	rd_ptr_true = rd_ptr [2 : 0];
always @(posedge wr_clk or negedge wr_rst_n) begin
    if(!wr_rst_n) begin
        wr_ptr <= 0;
    end
    else if(wr_en == 1 && full == 0) begin
        wr_ptr <= wr_ptr + 1;
        fifo_buffer[wr_ptr_true] <= data_in;
    end
    else begin
        wr_ptr <= wr_ptr;
    end
end
always @(posedge rd_clk or negedge rd_rst_n) begin
    if(!rd_rst_n) begin
        wr_ptr_g_d1 <= 0;
    end
    else begin
       wr_ptr_g_d1 <= wr_ptr_g;
    end
end
always @(posedge rd_clk or negedge rd_rst_n) begin
    if(!rd_rst_n) begin
        wr_ptr_g_d2 <= 0;
    end
    else begin
       wr_ptr_g_d2 <= wr_ptr_g_d1;
    end
end
always @(posedge rd_clk or negedge rd_rst_n) begin
    if(!rd_rst_n) begin
        rd_ptr <= 0;
    end
    else if(rd_en == 1 && empty == 0) begin
        rd_ptr <= rd_ptr + 1;
        data_out <= fifo_buffer[rd_ptr_true];
    end
    else begin
        rd_ptr <= rd_ptr;
    end
end
always @(posedge wr_clk or negedge wr_rst_n) begin
    if(!wr_rst_n) begin
        rd_ptr_g_d1 <= 0;
    end
    else begin
       rd_ptr_g_d1 <= rd_ptr_g;
    end
end
always @(posedge wr_clk or negedge wr_rst_n) begin
    if(!wr_rst_n) begin
        rd_ptr_g_d2 <= 0;
    end
    else begin
       rd_ptr_g_d2 <= rd_ptr_g_d1;
    end
end
assign full = (wr_ptr_g == {~(rd_ptr_g_d2[3 : 2]) , rd_ptr_g_d2[1 : 0]}) ? 1'b1 : 1'b0;
assign empty = (wr_ptr_g_d2 == rd_ptr_g) ? 1'b1 : 1'b0;
endmodule
```
==> Changelog: implementation <==
## Implementation

* YS chip area at 3850 um^2
* DP HPWL at 4540 um
* Area leader share at 56.1%
* Yosys cell types at about 40
* Compound Share, Synth at 8.35%
* Slew of the pin with the lowest slew margin at 0.625 ns
* Commonest non-fill, non-tap cells in the layout: 72 x edfxtp_1, 22 x clkdlybuf4s50_1, 21 x dfrtp_1
* Total Wirelength at 6930 um
* Peak supply drop at 0.000490 V
* CP startpoint kind: register
* Synth flops at around 96
* Worst clock skew at 0.0101 ns
* Fa+ha+maj area frac at under 10%
* CP cell instances: inv_1, ha_1, xnor2_1, nand2_1, nor2_4, clkdlybuf4s50_1
* Vias in the first global route at approximately 2000
* Grt ovf at 0
* Yosys cell count at 230
* ANT nets after route at 0
* Ports at 24
* Ys Warns at 2
* Simple-gate share of the synthesized area at 6.50%
* Synth Cell Area at between 3000 and 4000 um^2
* Total Negative Setup Slacks at 0 ns
* GRT Overall Usage at 19.5%
* Synth logic family: AND-OR/OR-AND gates
* Port bufs at 22
* Total power at 4.96 mW
* Asr flop ratio synth at 25.0%
* Slew Limit Headroom at 58.2%
* Run status: finished, final reports clean
* Row Count at 31
* Most frequent logic cell in the layout: edfxtp_1
* Fraction of layout cells with a size suffix above 1 at 20.0%
* Core Area at 7330 um^2
* Routed len/inst at around 18 um
* Inserted Diodes at 0
* Pwr/cell area at 1090 nW/um^2
* Number of clock sinks at 96
* DR DRC count at 0
* CTS Hold Buffers Added at 0
* Synth area leaders: edfxtp_1 56%, dfrtp_1 16%, ha_1 5.2%
* Vias/cell at around 5.4
* Synth Flop Type: edfxtp_1
* Family with the most delay on the worst path: buffers and inverters
* Final Wtd Congestion at 0.798
* Critical Path RT at 2.24 ns
* Synth-to-layout area growth at 18.4%
* Die height at 89.8 um
* Largest fanout on the critical path at 5
* Clock slew at reported path FFs at roughly 0.08 ns
* Static Leakage at 1.65 nW
* Total die size at between 8000 and 9000 um^2
* Tool warnings at 36
* Crit Path Category: register to output port
* Xor/xnor share at under 10%
* First-pass GRT wire length at 10800 um
* Hold WS at about 0.35 ns
* Mux share at 3.22%
* Area leader, netlist: edfxtp_1
* DR vias at 2039
* Die W at between 80 and 90 um
* Initial antenna violation count at 0
* Hold Vio Cnt, Final at 0
* Syn Inst Count at 230
* Pin count of the biggest net entering global routing at 17
* Initial DRC Count at 129
* WP buf/inv at 2
* Final core occ at 62.2%
* Register share after synthesis at just over 70%
* Arrival @ worst endpoint at 2.13 ns
* Hold WC Path Type: register to register
* Initial DRT Pass Iterations at 4
* Max-cap violations at 0
* Number of synthesized flops with an enable pin at 72
* CTS tree: yes
* Pins Over Slew Limit at 0
* Final setup viols at 0
* CP max-delay cell: clkdlybuf4s50_1
* Crit-path max cell delay at 0.46 ns
* CP endpoint kind: output port
* Init Core Util at 52.5%
* Syn Area/Cell at 16.7 um^2
## cell usage after synthesis, types with 2 or more instances
master	n
nand2_1	12
buf_1	2
buf_6	2
clkbuf_1	2
a221oi_1	2
and2_1	2
mux2_2	4
dfrtp_1	24
xor2_1	3
inv_1	8
a21oi_1	5
nor2b_1	2
a31oi_1	4
a22o_1	2
a41oi_2	4
a222oi_1	11
nor3_1	3
and2b_1	2
xnor2_1	7
nor3b_1	2
mux2i_1	3
ha_1	16
edfxtp_1	72
buf_2	2
nor2_1	16
a22oi_1	2
nor4b_2	3
## kinds of logic after synthesis
kind of cell | after synthesis
and+or+nand+nor | 46
xor gates and xnor gates | 11
buffers and inverters | 16
adders and majority gates | 16
DFF | 96
AOI/OAI and AO/OA | 35
muxes | 10
## path summary, 6_finish.rpt
kind                                     start                end  slack [ns]  depth (start not counted)
min in group clk1               rd_ptr_g_d1[3]     rd_ptr_g_d2[3]        0.35                          0
min in group asynchronous             wr_rst_n     rd_ptr_g_d1[2]        0.55                          2
worst max register to register       rd_ptr[2]        data_out[7]        0.55                          7
worst max-delay path                 wr_ptr[0]               full        0.11                          6
max in group clk1                    wr_ptr[0]  fifo_buffer[1][1]        0.59                          8
worst min-delay path            wr_ptr_g_d1[3]     wr_ptr_g_d2[3]        0.35                          0
max in group asynchronous             rd_rst_n          rd_ptr[1]        1.99                          2
worst min register to register  wr_ptr_g_d1[3]     wr_ptr_g_d2[3]        0.35                          0
## area by class of cell
| cell class | instances | area [um^2] |
|---|---|---|
| fillers | 526 | 2770 |
| flip-flops and latches | 96 | 2770 |
| multi-input cells | 118 | 1010 |
| repair buffers | 39 | 348 |
| clock buffers | 13 | 190 |
| well taps | 99 | 124 |
| clock inverters | 6 | 90.1 |
| inverters | 8 | 30.0 |
## repair_timing
item,CTS,global route
resized,0,4
endpoints found under the setup margin,1,2
setup buffers,1,1
pin swaps,1,0
## layer usage
metal / track usage, % / share of wire [%] / up-vias
li1: - / - / 967
met1: 34.5 / 48 / 1004
met2: 24.9 / 43 / 61
met3: 9.36 / 7.8 / 7
met4: 3.28 / 1.2 / 0
met5: 0 / 0 / -
## flip-flops by register name, summed over array words and instances (netlist names)
name and flops:
wr_ptr 4, wr_ptr_g_d2 4, wr_ptr_g_d1 4, rd_ptr_g_d1 4, data_out 8, rd_ptr 4, rd_ptr_g_d2 4, fifo_buffer 64
## report_power, final
group / internal [mW] / total [mW] / switching, mW
clock: 0.653 / 1.13 / 0.478
sequential: 1.90 / 2.06 / 0.160
combinational: 0.810 / 1.77 / 0.964
total: 3.36 / 4.96 / 1.60
## through the flow
step	setup slack, ns	cells	instance area (um^2)
global route	-0.00474	379	4560
finish	0.111	379	4560
global placement	0.348	358	4260
floorplan	0.538	230	3850
CTS	0.0375	378	4550
detailed placement	0.297	358	4260
Power is estimated from default activity; no workload was simulated.
